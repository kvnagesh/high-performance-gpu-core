<file path="run.sh">
#!/bin/bash
# OpenROAD 26Q1-2900-gdf79404cd8, Yosys 0.63+post, stock flow scripts
make -C /OpenROAD-flow-scripts/flow DESIGN_CONFIG=/design/flow/config.mk WORK_HOME=/design/flow/orfs finish
</file>
<file path="config.mk">
export PLATFORM = sky130hd
export DESIGN_NAME = ray_tracing_unit
export DESIGN_NICKNAME = ray_tracing_unit
export VERILOG_FILES = /design/flow/design.v
export SDC_FILE = /design/flow/constraint.sdc
export NUM_CORES = 4
export LEC_CHECK = 1
export CORE_AREA = 10 10 89 89
export DIE_AREA = 0 0 99 99
</file>
<file path="constraint.sdc">
current_design ray_tracing_unit

set clk_period 3.1
set clk_io_pct 0.2

create_clock -name clk0 -period $clk_period [get_ports {clk}]

set non_clock_inputs [all_inputs -no_clocks]
set_input_delay [expr $clk_period * $clk_io_pct] -clock clk0 $non_clock_inputs
set_output_delay [expr $clk_period * $clk_io_pct] -clock clk0 [all_outputs]
</file>
<file path="design.v">
module ray_tracing_unit (
    input  logic clk,
    input  logic rst_n,
    input  logic [95:0] ray_data,   
    input  logic ray_valid,
    output logic ray_ready,
    output logic [31:0] hit_distance,
    output logic [15:0] hit_triangle_id,
    output logic hit_valid,
    output logic busy,
    output logic [15:0] rays_processed
);
    typedef enum logic [2:0] {
        IDLE, FETCH_NODE, TEST_AABB, TEST_TRIANGLE, BACKTRACK, COMPLETE
    } rt_state_t;
    rt_state_t state;
    logic [31:0] closest_hit;
    logic [15:0] closest_triangle;
    logic [7:0] stack_ptr;
    logic [31:0] node_stack [0:63];
    logic [15:0] ray_count;
    always_ff @(posedge clk or negedge rst_n) begin
        if (!rst_n) begin
            state <= IDLE;
            busy <= 1'b0;
            ray_count <= 16'h0;
            stack_ptr <= 8'h0;
        end else begin
            case (state)
                IDLE: begin
                    if (ray_valid) begin
                        state <= FETCH_NODE;
                        busy <= 1'b1;
                    end
                end
                FETCH_NODE: state <= TEST_AABB;
                TEST_AABB: state <= TEST_TRIANGLE;
                TEST_TRIANGLE: state <= BACKTRACK;
                BACKTRACK: state <= (stack_ptr == 0) ? COMPLETE : FETCH_NODE;
                COMPLETE: begin
                    state <= IDLE;
                    busy <= 1'b0;
                    ray_count <= ray_count + 1;
                end
            endcase
        end
    end
    assign ray_ready = (state == IDLE);
    assign rays_processed = ray_count;
    assign hit_valid = (state == COMPLETE);
endmodule
</file>
==> out/metrics.sh <==
WL_MET2_UM=1100
POST_CTS_BUFFERS=0
PEAKVDDDROP_uV=152
NUM_IO_PINS=166
COUNT_OF_CELL_TYPES_IN_THE_NETLIST=21
TIMING.CRITICAL_PATH.SLOWEST_STAGE_CELL='dfrtp_1'
FLOORPLAN.ROWS=28
NUMBER_OF_CELLS_IN_THE_DESIGN_AFTER_PLACEMENT=216
SEQ_AREA_UM2=577
WARNING_COUNT=121
SYNTH-CELLS-YOSYS=121
HTREEDEPTH=1
POWER_DENSITY_nW_PER_UM2=338
BUFFER_PORTS.INSERTED=21
HIGHEST_METAL_LAYER_WITH_SIGNAL_WIRES='met4'
YOSYS_WARNINGS=49
AREA.GROWTH.SYNTH_TO_FINAL_PCT=12.9
SYN_INST=121
YOSYS.AREA_SHARE.XOR_XNOR=0.101
REMAINING_DRC_ERRORS=0
SYNTH-SEQ-AREA-SHARE=0.442
DETAILED_ROUTER_S_FIRST_ITERATION_VIOLATION_COUNT=25
WORST_EP_REQUIRED_TIME_NS=2.48
SYNTH.FF_LATCH_COUNT=23
YS_DOMINANT_REG_CELL='dfrtp_1'
LAYOUT_MIN_CYCLE_TIME_NS=2.05
FINAL_CELLS=220
STATUS='completed'
ACHIEVABLE-FREQUENCY_MHz=488
CRITICAL_PATH.ENDPOINT_TYPE='primary output'
ANTENNA_CELLS=0
POST-ROUTE-UTIL=0.246
FP_UTIL=0.218
YS_AREA_UM2=1310
COUNT_OF_MAX_CAP_CONSTRAINT_VIOLATIONS=0
P_TOTAL_mW=0.498
CTS.SINKS=23
TIMING.CRITICAL_PATH.ARRIVAL_NS=1.43
ROUTE.MET3.WL_UM=150
FAMILY_WITH_THE_MOST_DELAY_ON_THE_WORST_PATH='flip-flops'
WL_PER_CELL_UM=11.2
SYNTH_AREA_UM2=1310
ROUTEDLENGTHMET1_UM=1180
CHIP_AREA_UM2=9800
CRITICAL_PATH.CELL_CHAIN='clkdlybuf4s50_1'
VIAS=720
WORST_HOLD_PATH_TYPE='reg2reg'
GLOBALPLACE.CONGESTION=0.694
FILLERINSTANCES=630
GRT_PASS1_VIAS=771
WIRE_LENGTH_REPORTED_BY_THE_DETAILED_ROUTER_UM=2450
CTS_HOLD_BUF=0
TIMING_WORST_SETUP_PATH_TYPE='reg2out'
FINAL_LAYOUT_SIZE_SUFFIX_GT1_FRAC=0.0690
CLK-INSERTION-DELAY-LATE_NS=0.26
YS_SH_MUX=0.0163
FINALHOLDWORSTSLACK_NS=0.353
CTSLONGESTPATHBUFFERS=2
VIASPERCELL=3.27
CLK_TRANSITION_REPORTED_PATHS_NS=0.08
WORST_CLOCK_SKEW_NS=0.00492
DIEHEIGHT_UM=99
YS_SH_ADDER=0.00959
FP.DIEW_UM=99
TOP_LOGIC_KIND='buffers and inverters'
ANTENNA_FOUND_INITIAL=0
GRT_MAX_DEGREE=24
ANTENNA_VIOLATING_NETS_POST_ROUTE=0
POWER.LEAKAGE_nW=0.777
NUMBER_OF_FAILING_HOLD_ENDPOINTS_AT_THE_FINAL_STAGE=0
AREA.COMBINATIONAL_UM2=529
FINALSETUPTNS_NS=0
CTS_MADE_BUFFERS=3
CRITICAL-PATH-MAX-STAGE-DELAY_NS=0.60
SETUP_VIOL=0
WORST-PATH-BUF-INV=1
CTS.REPAIR.RESIZED=0
WIRE_LENGTH_OF_THE_FIRST_GLOBAL_ROUTING_PASS_UM=3850
NUMBER_OF_FLOPS_MAPPED_TO_ENABLE_CELLS_BY_YOSYS=0
YS_SH_AOI=0.0125
GRT_OVERFLOW_TOTAL=0
FIN_CRIT_SH=0.661
STARTPOINT_TYPE='register'
SYNTH-SIMPLE-AREA-SHARE=0.128
TIMING.CRITICAL_PATH.FANOUT_MAX=10
ASYNC_FLOP_SHARE=1.00
UNREPAIRED_SETUP_ENDPOINTS_AFTER_GLOBAL_ROUTING='no'
POST_SYNTH.CELL_AREA_AVG_UM2=10.8
DRTPASS1ITERATIONS=2
CORE-AREA_UM2=5990
REPORT.FINAL.SLEW_VIOL_COUNT=0
TRITONCTS='yes'
GRT_UTIL_ALL_LAYERS=0.0456
DPL.HPWL_UM=1970
CLK_ROOT_BUFFER_CELL='clkbuf_8'
[through the flow]
step	setup WS, ns	area, µm²
floorplan	1.83	1480
global placement	1.34	1430
detailed placement	1.33	1430
CTS	1.03	1470
global route	0.970	1470
finish	1.05	1470
[layout by cell type, fill, tap and decap left out]
cell / synthesis / final
conb_1: 1 / 48
dfrtp_1: 22 / 22
clkdlybuf4s50_1: 0 / 21
xor2_1: 11 / 11
nand2_1: 8 / 8
xnor2_1: 4 / 4
nand4_1: 4 / 4
nor4_1: 3 / 3
nor3_1: 3 / 3
nor2_1: 3 / 3
clkbuf_8: 0 / 3
inv_1: 2 / 2
nand4_4: 2 / 2
and2_1: 1 / 1
a21o_1: 1 / 1
and3_1: 1 / 1
mux2_2: 1 / 1
nor4_2: 1 / 1
mux2i_1: 1 / 1
o2bb2ai_1: 1 / 1
ha_1: 1 / 1
clkinvlp_4: 0 / 1
buf_4: 49 / 1
dfstp_2: 1 / 1
[where the power goes]
part / switching (mW) / internal [mW]
clock network: 0.0945 / 0.0907
logic: 0.00978 / 0.00337
registers: 0 / 0.300
total: 0.104 / 0.394
[registers in the layout (all words and copies together) (netlist names)]
| register | count |
|---|---|
| state | 6 |
| ray_count | 16 |
| busy | 1 |
[synth_stat cells, drive strengths merged (2+ instances only)]
library cell	number	area (µm²)
buf	49	368
dfrtp	22	551
xor2	11	96.3
nand2	8	30.0
nand4	6	67.6
nor4	4	31.3
xnor2	4	35.0
nor2	3	11.3
nor3	3	15.0
inv	2	7.51
[cell families after synthesis]
| logic type | count (synthesis) |
|---|---|
| other | 1 |
| buffers and inverters | 51 |
| DFF | 23 |
| and+or+nand+nor | 26 |
| xor gates and xnor gates | 15 |
| adders and majority gates | 1 |
| AOI/OAI and AO/OA | 2 |
| muxes | 2 |
[cell type report]
type | count | area share
clock inverter | 1 | 0.00509
tap | 75 | 0.0637
inverter | 2 | 0.00509
sequential | 23 | 0.391
clock buffer | 3 | 0.0280
multi-input combinational | 94 | 0.359
timing repair buffer | 22 | 0.148
[worst paths after layout]
path / start / endpoint / slack [ns] / cells after the start
hold reg to reg: state[2] / state[5] / 0.35 / 0
hold / removal: state[2] / state[5] / 0.35 / 0
setup reg to reg: ray_count[0] / ray_count[14] / 1.59 / 4
min in group asynchronous: rst_n / ray_count[5] / 0.70 / 2
max in group asynchronous: rst_n / state[0] / 2.12 / 2
setup / recovery: state[4] / hit_valid / 1.05 / 1
[per-layer routing]
metal  vias to the layer above  GRT usage
met5                         -          0
met4                         0    0.00882
met3                         2     0.0162
met2                        35     0.0671
met1                       338     0.0633
li1                        345          -
Power is estimated from default activity; no workload was simulated.
