===== design.v =====
module afrc_texture_unit (
    input  logic        clk,
    input  logic        rst_n,
    input  logic        req_valid,
    input  logic [63:0] req_addr,
    output logic        req_ready,
    output logic        mem_req,
    output logic [63:0] mem_addr,
    input  logic [511:0] mem_rdata,
    input  logic        mem_valid,
    output logic        tex_valid,
    output logic [511:0] tex_data,
    input  logic        tex_ready
);
    typedef enum logic [1:0] {IDLE, FETCH, DECODE, EMIT} dstate_t; dstate_t dstate;
    assign req_ready = (dstate==IDLE);
    always_ff @(posedge clk or negedge rst_n) begin
        if (!rst_n) begin dstate<=IDLE; mem_req<=0; tex_valid<=0; end
        else begin
            tex_valid<=0; mem_req<=0;
            case (dstate)
                IDLE: if (req_valid) begin mem_req<=1; mem_addr<=req_addr; dstate<=FETCH; end
                FETCH: if (mem_valid) begin dstate<=DECODE; end
                DECODE: begin  
                    dstate<=EMIT;
                end
                EMIT: begin if (tex_ready) begin tex_data<=mem_rdata; tex_valid<=1; dstate<=IDLE; end end
            endcase
        end
    end
endmodule

===== run.sh =====
#!/bin/bash
# OpenROAD 26Q1-2900-gdf79404cd8, Yosys 0.63+post, stock flow scripts
make -C /OpenROAD-flow-scripts/flow DESIGN_CONFIG=/design/flow/config.mk WORK_HOME=/design/flow/orfs finish

===== config.mk =====
export PLATFORM = sky130hd
export DESIGN_NAME = afrc_texture_unit
export DESIGN_NICKNAME = afrc_texture_unit
export VERILOG_FILES = /design/flow/design.v
export SDC_FILE = /design/flow/constraint.sdc
export NUM_CORES = 4
export LEC_CHECK = 1
export CORE_AREA = 10 10 445 445
export DIE_AREA = 0 0 455 455

===== constraint.sdc =====
current_design afrc_texture_unit

set clk_period 19.4
set clk_io_pct 0.2

create_clock -name clk0 -period $clk_period [get_ports {clk}]

set non_clock_inputs [all_inputs -no_clocks]
set_input_delay [expr $clk_period * $clk_io_pct] -clock clk0 $non_clock_inputs
set_output_delay [expr $clk_period * $clk_io_pct] -clock clk0 [all_outputs]

==> summary.txt <==
Flow results follow.

The post-layout minimum cycle time is about 6.8 ns. The worst reg2reg path startpoint is dstate[3]. The commonest register cell is sky130_fd_sc_hd__edfxtp_1. The synthesis report lists the Yosys warning total as 1.

The fraction of final layout cells sized beyond drive strength 1 is under 10%. The post-route core utilization is a little under a fifth. Global routing used around 15% of the available tracks. The worst path uses 35.3% of the clock period. The worst slew margin relative to its limit is 45.6%. The number of max-cap violations is 0.

Before placement the cells fill 9.32% of the core. The most area-hungry cell type in the Yosys netlist is sky130_fd_sc_hd__edfxtp_1. Endpoints with negative setup slack in the final report add up to 0. On the final layout, the worst hold slack is 0.429 ns. The reported leakage power is 11.1 nW. In the placement report, post-DP HPWL is listed as between 100 and 150 mm. The final weighted congestion in routability-driven placement is just over 1. In this run the register-to-register setup slack is 16.07 ns. The area used by sequential logic in the layout is 17400 um2.

The critical path is of the input port to flip-flop type. The run finished with clean final reports. The OpenROAD warning count is 33. After detailed routing, the number of vias per cell comes to 2.85. The clock arrives with roughly 0.038 ns of skew. The clock latency on the worst-skew pair is 0.71 ns. Setup repair after global routing left no endpoint under its margin.

According to the floorplan log, the row count is between 150 and 200. The number of global-route vias before repair is 12870. The multi-input combinational cell area is 65.1 um2.

The dominant non-sequential cell family after synthesis is simple AND/OR/NAND/NOR gates. Yosys stat counts about 600 cells in the synthesized netlist. Per the summary, power density relative to cell area is 84.9 nW/um2. From left edge to right edge, the die measures 455 um.

The tree is rooted in a sky130_fd_sc_hd__clkbuf_16. Of the total synthesized cell area, the portion taken by XOR and XNOR cells is 0%. In this run, synthesis inferred 576 flip-flops with an integrated enable. At the placement stage, the worst setup path has a slack of approximately 12 ns. The kind of end point of the critical path is a flip-flop. The worst setup path is launched from an input port.

The wire length recorded after detailed routing is 160 mm. For the final routed database, the setup TNS stands at 0 ns. The die span in y is 455 um. The hold path startpoint is dstate[1]. Once layout is done, the placed cells without fillers occupy 34900 um2. Setup slack closes at between 10 and 15 ns.

The detailed-route wire length per cell is between 30 and 40 um. The CTS tree is done. The OpenROAD report gives the critical path a required time of 19.70 ns. Buffers inserted during clock tree synthesis total 76. The number of hold violations in the final report is 0.

The number of top-level pins is 1160. The number of pins exceeding their max-slew limit in the final report is 0. The number of DRC markers after the initial detailed-route iteration is 752. The path category of the worst min-delay check is flip-flop to flip-flop. In the synthesized netlist the async set-or-reset flop fraction comes to 1.03%. The hold-fix buffer count after cts is 0.

The number of levels in the clock H-tree is 3. The layout filler cell count is 19930. The maximum achievable frequency is 146 MHz. For the worst setup path, the data arrival time is 7.15 ns. The detail route stage leaves a number of antenna-violating nets equal to 0. The synthesis-stage register bit count is between 500 and 600. The register share after synthesis is 99.6%.

The worst reg2reg path endpoint is tex_data[508]. After synthesis the cells add up to between 15000 and 20000 um2. For reference, the top cells by area after synthesis are sky130_fd_sc_hd__edfxtp_1 (99%), sky130_fd_sc_hd__dfrtp_1 (0.71%), sky130_fd_sc_hd__dfstp_2 (0.15%), sky130_fd_sc_hd__a21o_1 (0.13%), sky130_fd_sc_hd__and2_4 (0.10%). The clock passes through at most 3 buffers. The DRC violation total left in the routed layout is recorded as 0. The highest supply drop recorded on VDD is 0.0993 mV. The area fraction in mux cells is 0%. For the pin with the worst max-slew slack, the measured transition is 0.816 ns. The cell resize tally after clock tree synthesis is 0.

The capture point of the critical path was reported as tex_data[508]. The first-pass detailed-route iteration total is 4. The total setup buffers inserted after CTS is 0. The area fraction of the dominant cell type after synthesis is 98.7%. The post-placement cell area is 32300 um2.

The average size of a mapped cell is slightly below 30 um2. Overall power consumption after layout is estimated at about 3.0 mW. The number of antenna violations at the first check in global routing is 177. Compared with the post-synthesis result, the final layout area differs by 99.3%.

The count of cell types in the netlist is 8. Logic depth along the worst register-to-register path is recorded as 4. The critical path startpoint is rst_n. In the synthesized netlist, the cells that appear most often are sky130_fd_sc_hd__edfxtp_1 (576), sky130_fd_sc_hd__dfrtp_1 (5), sky130_fd_sc_hd__a21o_1 (3), sky130_fd_sc_hd__inv_1 (3). The area recorded from the Yosys report for this design is 17500 um2. The total congestion overflow after global routing is 0. By instance count, the leading cell after synthesis is sky130_fd_sc_hd__edfxtp_1. In this run, placement finished with an instance count of 4255. The total number of clock tree sinks is around 580.

Summing over every cut layer, the via total after detailed routing is 12549. The first global-routing pass estimated roughly 190 mm of wire. The fraction of the mapped netlist area in simple logic gates is less than 1%. According to the floorplan report, the total die area is 207000 um2. Synthesis produced ~600 cells. The core area is 188000 um2. The area share of fa/ha/maj cells after synthesis is 0%. Looking at the worst setup and hold paths, the clock pins of their registers show a slew of about 0.05 ns.

The final non-filler cell total is 4407. In this run the tool buffered the top-level ports with 1159 buffer cells. The maximum fanout encountered on the critical timing path is 122. For reference, compound AND-OR and OR-AND cells occupy less than 1% of the area reported after synthesis. Entering global routing, the biggest net connects 123 pins.
## final cells by class
| class | instances | share of cell area, % |
|---|---|---|
| sequential | 582 | 50.0 |
| timing repair buffer | 1167 | 33.5 |
| tap | 2495 | 8.94 |
| clock buffer | 87 | 5.57 |
| clock inverter | 51 | 1.73 |
| multi-input combinational | 8 | 0.186 |
| antenna | 14 | 0.100 |
| inverter | 3 | 0.0323 |
## worst max-delay path, cell delays in order
cell	delay, ns
sky130_fd_sc_hd__clkdlybuf4s50_1	0.67
sky130_fd_sc_hd__and3_4	0.70
sky130_fd_sc_hd__buf_4	0.53
sky130_fd_sc_hd__buf_4	0.57
sky130_fd_sc_hd__buf_12	0.52
## metal layers
layer / up-vias / global-route usage [%] / share of wire, %
met4: 40 / 3.10 / 3.0
met5: - / 0.850 / 0.31
met1: 5932 / 14.8 / 30
li1: 4964 / - / -
met2: 1188 / 23.3 / 46
met3: 425 / 14.8 / 21
## power breakdown
part           switching (mW)  internal [mW]  leakage, nW
Sequential                  0           1.38         5.25
Clock                   0.615          0.839         1.22
Combinational          0.0267          0.101         4.65
## cells in the final DEF (no fill, tap or decap)
master | Yosys | routed
sky130_fd_sc_hd__buf_4 | 0 | 6
sky130_fd_sc_hd__clkdlybuf4s50_1 | 0 | 1159
sky130_fd_sc_hd__clkbuf_1 | 0 | 11
sky130_fd_sc_hd__inv_8 | 0 | 1
sky130_fd_sc_hd__inv_1 | 3 | 3
sky130_fd_sc_hd__and2_4 | 2 | 2
sky130_fd_sc_hd__clkinvlp_4 | 0 | 6
sky130_fd_sc_hd__inv_6 | 0 | 6
sky130_fd_sc_hd__a21o_1 | 3 | 3
sky130_fd_sc_hd__buf_12 | 0 | 2
sky130_fd_sc_hd__dfrtp_1 | 5 | 5
sky130_fd_sc_hd__clkinv_8 | 0 | 2
sky130_fd_sc_hd__and3_2 | 2 | 1
sky130_fd_sc_hd__and3_4 | 0 | 1
sky130_fd_sc_hd__bufinv_16 | 0 | 8
sky130_fd_sc_hd__edfxtp_1 | 576 | 576
sky130_fd_sc_hd__clkinv_16 | 0 | 3
sky130_fd_sc_hd__dfstp_2 | 1 | 1
sky130_fd_sc_hd__and2_1 | 1 | 1
sky130_fd_sc_hd__clkinv_4 | 0 | 2
sky130_fd_sc_hd__diode_2 | 0 | 14
sky130_fd_sc_hd__clkbuf_16 | 0 | 76
sky130_fd_sc_hd__inv_16 | 0 | 1
sky130_fd_sc_hd__clkinv_2 | 0 | 9
sky130_fd_sc_hd__clkinv_1 | 0 | 13
## registers in the layout, summed over array words and instances (netlist names)
register / count
mem_req: 1
tex_valid: 1
dstate: 4
mem_addr: 64
tex_data: 512
## logic make-up (layout without fill, tap and decap cells)
| kind of cell | count (synthesis) | count (layout) |
|---|---|---|
| AOI/OAI and AO/OA | 3 | 3 |
| buffers and inverters | 3 | 1308 |
| DFF | 582 | 582 |
| other | 0 | 14 |
| and+or+nand+nor | 5 | 5 |
## worst min path at each step
| stage | end | slack, ns | depth (start not counted) |
|---|---|---|---|
| 5_1_grt | dstate[3] | 0.48 | 1 |
| 4_1_cts | dstate[3] | 0.43 | 1 |
| 6_report | dstate[3] | 0.43 | 1 |
No activity file was given, so power comes from the tool's default toggle rates.
