==> design/flow/design.v <==
`timescale 1ns/1ps
module dma_engine #(
  parameter ADDR_WIDTH = 64,
  parameter DATA_WIDTH = 256,
  parameter ID_WIDTH   = 6,
  parameter LEN_WIDTH  = 8,
  parameter BURST_MAX_BEATS = 16
)(
  input  logic                 clk,
  input  logic                 rst_n,
  input  logic                 csr_we,
  input  logic                 csr_re,
  input  logic [15:0]          csr_addr,
  input  logic [31:0]          csr_wdata,
  output logic [31:0]          csr_rdata,
  output logic                 csr_rvalid,
  input  logic                 pwr_gate,
  input  logic                 clock_enable,
  output logic                 dma_idle,
  input  logic                 desc_valid,
  output logic                 desc_ready,
  input  logic [ADDR_WIDTH-1:0]src_addr,
  input  logic [ADDR_WIDTH-1:0]dst_addr,
  input  logic [31:0]          bytes,
  input  logic [1:0]           xfer_type,  
  input  logic [3:0]           src_dev,    
  input  logic [3:0]           dst_dev,
  input  logic [3:0]           src_axi_prot,
  input  logic [3:0]           dst_axi_prot,
  output logic                 xfer_done,
  output logic                 xfer_error,
  output logic [ID_WIDTH-1:0]  m_axi_arid,
  output logic [ADDR_WIDTH-1:0]m_axi_araddr,
  output logic [LEN_WIDTH-1:0] m_axi_arlen,
  output logic [2:0]           m_axi_arsize,
  output logic [1:0]           m_axi_arburst,
  output logic                 m_axi_arvalid,
  input  logic                 m_axi_arready,
  input  logic [ID_WIDTH-1:0]  m_axi_rid,
  input  logic [DATA_WIDTH-1:0]m_axi_rdata,
  input  logic [1:0]           m_axi_rresp,
  input  logic                 m_axi_rlast,
  input  logic                 m_axi_rvalid,
  output logic                 m_axi_rready,
  output logic [ID_WIDTH-1:0]  m_axi_awid,
  output logic [ADDR_WIDTH-1:0]m_axi_awaddr,
  output logic [LEN_WIDTH-1:0] m_axi_awlen,
  output logic [2:0]           m_axi_awsize,
  output logic [1:0]           m_axi_awburst,
  output logic                 m_axi_awvalid,
  input  logic                 m_axi_awready,
  output logic [DATA_WIDTH-1:0]m_axi_wdata,
  output logic [(DATA_WIDTH/8)-1:0] m_axi_wstrb,
  output logic                 m_axi_wlast,
  output logic                 m_axi_wvalid,
  input  logic                 m_axi_wready,
  input  logic [ID_WIDTH-1:0]  m_axi_bid,
  input  logic [1:0]           m_axi_bresp,
  input  logic                 m_axi_bvalid,
  output logic                 m_axi_bready,
  output logic                 dev_tx_valid,
  input  logic                 dev_tx_ready,
  output logic [DATA_WIDTH-1:0]dev_tx_data,
  output logic                 dev_tx_last,
  input  logic                 dev_rx_valid,
  output logic                 dev_rx_ready,
  input  logic [DATA_WIDTH-1:0]dev_rx_data,
  input  logic                 dev_rx_last
);
  typedef enum logic [2:0] {IDLE, READ, WRITE, STREAM_OUT, STREAM_IN, COMPLETE, ERROR} state_e;
  state_e state, nstate;
  logic [ADDR_WIDTH-1:0] rd_addr, wr_addr;
  logic [31:0]           bytes_left;
  logic [LEN_WIDTH-1:0]  burst_beats;
  logic [DATA_WIDTH-1:0] fifo_wdata, fifo_rdata;
  logic                  fifo_we, fifo_re, fifo_full, fifo_empty;
  simple_fifo #(
    .WIDTH(DATA_WIDTH), .DEPTH(32)
  ) u_fifo (
    .clk(clk), .rst_n(rst_n),
    .wr_en(fifo_we), .wr_data(fifo_wdata), .full(fifo_full),
    .rd_en(fifo_re), .rd_data(fifo_rdata), .empty(fifo_empty)
  );
  logic [31:0] cfg_ctrl;  
  logic [31:0] sts_reg;   
  always_ff @(posedge clk or negedge rst_n) begin
    if (!rst_n) begin
      cfg_ctrl <= 32'h0;
      csr_rdata <= '0;
      csr_rvalid <= 1'b0;
    end else begin
      csr_rvalid <= 1'b0;
      if (csr_we) begin
        case (csr_addr)
          16'h0000: cfg_ctrl <= csr_wdata;
          default: ;
        endcase
      end
      if (csr_re) begin
        csr_rvalid <= 1'b1;
        case (csr_addr)
          16'h0000: csr_rdata <= cfg_ctrl;
          16'h0004: csr_rdata <= sts_reg;
          default: csr_rdata <= 32'h0;
        endcase
      end
    end
  end
  assign dma_idle = (state==IDLE);
  wire clk_en = clock_enable & ~pwr_gate;
  assign desc_ready = clk_en && (state==IDLE);
  always_ff @(posedge clk or negedge rst_n) begin
    if (!rst_n) begin
      state <= IDLE;
      rd_addr <= '0; wr_addr <= '0; bytes_left <= '0;
    end else begin
      state <= nstate;
      if (desc_valid && desc_ready) begin
        rd_addr    <= src_addr;
        wr_addr    <= dst_addr;
        bytes_left <= bytes;
      end else begin
        if (m_axi_rvalid && m_axi_rready) rd_addr <= rd_addr + (DATA_WIDTH/8);
        if (m_axi_wvalid && m_axi_wready) wr_addr <= wr_addr + (DATA_WIDTH/8);
        if ((m_axi_rvalid && m_axi_rready) || (dev_rx_valid && dev_rx_ready) || (m_axi_wvalid && m_axi_wready && xfer_type==2)) begin
          if (bytes_left >= (DATA_WIDTH/8)) bytes_left <= bytes_left - (DATA_WIDTH/8);
          else bytes_left <= 0;
        end
      end
    end
  end
  always_comb begin
    nstate = state;
    {m_axi_arid,m_axi_araddr,m_axi_arlen,m_axi_arsize,m_axi_arburst,m_axi_arvalid} = '0;
    {m_axi_rready} = '0;
    {m_axi_awid,m_axi_awaddr,m_axi_awlen,m_axi_awsize,m_axi_awburst,m_axi_awvalid} = '0;
    {m_axi_wdata,m_axi_wstrb,m_axi_wlast,m_axi_wvalid} = '0;
    {m_axi_bready} = '0;
    {dev_tx_valid,dev_tx_data,dev_tx_last} = '0;
    {dev_rx_ready} = '0;
    {fifo_we,fifo_wdata,fifo_re} = '0;
    xfer_done  = 1'b0;
    xfer_error = 1'b0;
    sts_reg = 32'(0);
    sts_reg[0] = (state!=IDLE);
    unique case (state)
      IDLE: begin
        if (desc_valid && desc_ready && cfg_ctrl[0]) begin
          case (xfer_type)
            2'd0: nstate = READ;         
            2'd1: nstate = READ;         
            2'd2: nstate = STREAM_IN;    
            default: nstate = ERROR;
          endcase
        end
      end
      READ: begin
        if (!fifo_full && bytes_left!=0) begin
          m_axi_arvalid = 1'b1;
          m_axi_araddr  = rd_addr;
          m_axi_arlen   = BURST_MAX_BEATS-1;
          m_axi_arsize  = $clog2(DATA_WIDTH/8);
          m_axi_arburst = 2'b01;  
        end
        m_axi_rready = !fifo_full;
        if (m_axi_rvalid && m_axi_rready) begin
          fifo_we     = 1'b1;
          fifo_wdata  = m_axi_rdata;
        end
        if ((xfer_type==0 || xfer_type==2'd2) && !fifo_empty) nstate = WRITE;
        if ((xfer_type==1) && !fifo_empty) nstate = STREAM_OUT;
        if (bytes_left==0 && fifo_empty) nstate = COMPLETE;
      end
      WRITE: begin
        if (!fifo_empty) begin
          m_axi_awvalid = 1'b1;
          m_axi_awaddr  = wr_addr;
          m_axi_awlen   = BURST_MAX_BEATS-1;
          m_axi_awsize  = $clog2(DATA_WIDTH/8);
          m_axi_awburst = 2'b01;  
          m_axi_wvalid  = 1'b1;
          m_axi_wdata   = fifo_rdata;
          m_axi_wstrb   = { (DATA_WIDTH/8){1'b1} };
          m_axi_wlast   = 1'b1;  
          fifo_re       = m_axi_wready;
        end
        m_axi_bready = 1'b1;
        if ((bytes_left==0) && fifo_empty) nstate = COMPLETE;
      end
      STREAM_OUT: begin
        if (!fifo_empty) begin
          dev_tx_valid = 1'b1;
          dev_tx_data  = fifo_rdata;
          dev_tx_last  = (bytes_left==0);
          fifo_re      = dev_tx_ready;
        end
        if ((bytes_left==0) && fifo_empty) nstate = COMPLETE;
      end
      STREAM_IN: begin
        dev_rx_ready = !fifo_full;
        if (dev_rx_valid && dev_rx_ready) begin
          fifo_we    = 1'b1;
          fifo_wdata = dev_rx_data;
        end
        if (!fifo_empty) nstate = WRITE;
      end
      COMPLETE: begin
        xfer_done = 1'b1;
        nstate = IDLE;
      end
      ERROR: begin
        xfer_error = 1'b1;
        nstate = IDLE;
      end
    endcase
  end
endmodule
module simple_fifo #(parameter WIDTH=32, parameter DEPTH=32)(
  input  logic clk, rst_n,
  input  logic wr_en,
  input  logic [WIDTH-1:0] wr_data,
  output logic full,
  input  logic rd_en,
  output logic [WIDTH-1:0] rd_data,
  output logic empty
);
  localparam ADDR=$clog2(DEPTH);
  logic [WIDTH-1:0] mem[DEPTH-1:0];
  logic [ADDR:0] wptr, rptr;
  assign full  = (wptr[ADDR]!=rptr[ADDR]) && (wptr[ADDR-1:0]==rptr[ADDR-1:0]);
  assign empty = (wptr==rptr);
  assign rd_data = mem[rptr[ADDR-1:0]];
  always_ff @(posedge clk or negedge rst_n) begin
    if (!rst_n) begin
      wptr <= '0; rptr <= '0;
    end else begin
      if (wr_en && !full) begin
        mem[wptr[ADDR-1:0]] <= wr_data;
        wptr <= wptr + 1'b1;
      end
      if (rd_en && !empty) begin
        rptr <= rptr + 1'b1;
      end
    end
  end
endmodule
==> design/flow/run.sh <==
#!/bin/bash
# OpenROAD 26Q1-2900-gdf79404cd8, Yosys 0.63+post, stock flow scripts
make -C /OpenROAD-flow-scripts/flow DESIGN_CONFIG=/design/flow/config.mk WORK_HOME=/design/flow/orfs finish
==> design/flow/config.mk <==
export PLATFORM = sky130hd
export DESIGN_NAME = dma_engine
export DESIGN_NICKNAME = dma_engine
export VERILOG_FILES = /design/flow/design.v
export SDC_FILE = /design/flow/constraint.sdc
export NUM_CORES = 4
export LEC_CHECK = 1
export CORE_UTILIZATION = 30
==> design/flow/constraint.sdc <==
current_design dma_engine

set clk_period 60.7
set clk_io_pct 0.2

create_clock -name clk0 -period $clk_period [get_ports {clk}]

set non_clock_inputs [all_inputs -no_clocks]
set_input_delay [expr $clk_period * $clk_io_pct] -clock clk0 $non_clock_inputs
set_output_delay [expr $clk_period * $clk_io_pct] -clock clk0 [all_outputs]
==> flow_summary_export.csv <==
group,metric,value,unit
power,switchingPower,8145,uW
die,fp.dieArea,1.081,mm^2
sta,final.min_clock_period,25630,ps
sta,final-hold-violation-count,0,
drt,route.antenna.remaining_nets,1,
synthesis,yosys_area,0.3230,mm^2
drt,vias,215600,
worst_setup_path,worst_path_dominant_cell_family,"buffers and inverters",
sta,report.final.setup_viol,0,
cts,worstSkewPairLatency,1230,ps
cts,buffers_from_clock_root_to_sink_at_most,5,
cts,post-cts-setup-buffer-count,0,
layout,layout-drive-gt1-share,13.79,%
worst_setup_path,timing.critical_path.arrival,13490,ps
cts,clock_tree_from_tritoncts,"done",
grt,via_count_of_the_first_global_routing_pass,215600,
die,die_w,1040,um
synthesis,synth.cells.most_frequent,"sky130_fd_sc_hd__edfxtp_1, sky130_fd_sc_hd__a22oi_1, sky130_fd_sc_hd__mux2i_1, sky130_fd_sc_hd__clkbuf_1, sky130_fd_sc_hd__nor2_1",
cts,tritoncts.num_buffers,809,
worst_setup_path,critPathBufInv,2,
power,power_frac_clock,24.6,%
layout,final-seq-area,0.2520,mm^2
worst_hold_path,hold_wc_path_type,"reg -> reg",
layout,area_delta_synth_final,20.35,%
cts,post_cts_resized,0,
sta,worst_max_slew_pin_slew,1440,ps
sta,tns,0,ps
worst_setup_path,cp_required,48560,ps
sta,skew,240.7,ps
synthesis,enable_flop_cells,8192,
drt,dr.pass1.iters,12,
worst_setup_path,path_class,"in -> out",
grt,grt_remaining_overflow,0,
place,gpl.final_weighted_congestion,0.9552,
synthesis,synthTopCellsByArea,"sky130_fd_sc_hd__edfxtp_1, sky130_fd_sc_hd__mux2i_1, sky130_fd_sc_hd__a22oi_1",
worst_setup_path,timing.critical_path.to_type,"output pin",
power,pwr_density_cell,51.56,mW/mm^2
place,numPlacedInstances,34380,
synthesis,yosys_stat_cell_total,18530,
layout,layout.filler_cells,98040,
job,timing.max_cap.violations,0,
power,comb_power_share,41.4,%
power,internal-power,11890,uW
drt,drc,0,
die,vertical_die_size,1040,um
sta,relSlewSlack,3.841,%
sta,setup_repair_after_global_routing_missed_its_margin,"false",
synthesis,synth_top_cell_by_area,"sky130_fd_sc_hd__edfxtp_1",
power,power.sequential.fraction,34.0,%
worst_setup_path,crit_fanout,3,
die,floorplan.io_pins,1526,
cts,htree_num_levels,6,
cts,ctsRootBufferMaster,"sky130_fd_sc_hd__clkbuf_16",
sta,final-max-slew-violation-count,0,
layout,multi_input_comb_area,0.06594,mm^2
synthesis,ys_seq_share,78.03,%
worst_setup_path,cp_common_cell,"sky130_fd_sc_hd__clkdlybuf4s50_1",
synthesis,post_synth.cell_area_avg,17.43,um^2
drt,drt-wirelength-per-cell,43.37,um
power,peakVddDrop,61.69,uV
worst_setup_path,critical_path.slowest_cell,"sky130_fd_sc_hd__clkdlybuf4s50_1",
grt,gr_util_all_layers,30.53,%
job,warnings,80,
status,outcome,"finished with violations",
grt,antenna_violations_before_repair,318,
die,num_rows,380,
worst_setup_path,timing.critical_path.slowest_cell_delay,700,ps
worst_setup_path,cp-start-kind,"input pin",
synthesis,yosys_warnings,3,
sta,layout_worst_path_cycle_share,42.22,%
die,area_of_the_placeable_core,1.072,mm^2
synthesis,yosys.cell_types.count,99,
drt,routed_wirelength,1579000,um
grt,pin_count_of_the_biggest_net_entering_global_routing,107,
synthesis,post_synth_instance_area,0.3230,mm^2
synthesis,synth_top_flop_cell,"sky130_fd_sc_hd__edfxtp_1",
power,swShare,40.65,%
cts,cts_hold_repair.buffers,0,
sta,timing.fmax,39.02,MHz
place,buffer_ports.inserted,1464,
synthesis,yosys_register_bits,8432,
power,power.static_leakage,0.1270,uW
drt,drtIter0Drc,20390,
die,core_util_floorplan,30.14,%
status,violations,"antenna violations",
synthesis,gate_count_of_the_mapped_netlist,18530,
cts,clkSinkCount,8432,
synthesis,top_cell_area_share,76.17,%
cts,clkTransAtPathRegs,60,ps
power,power,20040,uW
worst_setup_path,crit_path_cell_trace,"clkdlybuf4s50_1 > and3b_1 > clkdlybuf4s50_1",
layout,fin_cells,36410,
drt,route.detailed.vias_per_inst,5.921,
grt,wire_length_of_the_first_global_routing_pass,2033000,um
place,place.detailed.hpwl,985800,um
synthesis,yosysMostFrequentCell,"sky130_fd_sc_hd__edfxtp_1",
synthesis,synth-async-reset-ratio,2.846,%
-- logic make-up after synthesis --
kind of cell | share of synthesized area (%)
AND/OR/NAND/NOR | 4.083
XOR/XNOR | 0.2658
adder cells (fa/ha/maj) | 0.05811
other | 0.001161
buffers and inverters | 2.056
flip-flops | 78.03
AND-OR/OR-AND | 11.04
multiplexers | 4.462
-- per-stage QoR --
stage / setup slack [ps] / instance area, um^2 / util (%) / hold slack (ps)
after CTS: 35130 / 387200 / 36.13 / 475.4
after global routing: 35030 / 388000 / 36.21 / 494.3
final: 35070 / 388700 / 36.27 / 475.5
after floorplan: 35830 / 323000 / - / 437.4
after global placement: 35130 / 362200 / 33.80 / 462.1
after detailed placement: 35140 / 362200 / 33.80 / 462.4
-- flip-flops by register name, indices dropped and copies added (netlist names) --
name / flops
csr_rvalid: 1
u_fifo.rptr: 6
state: 3
wr_addr: 64
u_fifo.wptr: 6
rd_addr: 64
u_fifo.mem: 8192
bytes_left: 32
csr_rdata: 32
cfg_ctrl: 32
-- per-layer routing --
layer / global-route usage (%) / vias to the layer above / part of all wire (%) / wire [um]
li1: - / 82120 / - / -
met4: 23.30 / 480 / 9.1 / 143600
met1: 24.02 / 104300 / 25 / 397500
met3: 32.09 / 5338 / 23 / 359500
met2: 40.03 / 23390 / 42 / 660200
met5: 16.46 / - / 1.2 / 18300
-- power by group through the flow --
| stage | clock (uW) | sequential [uW] | combinational, uW |
|---|---|---|---|
| after global routing | 5140 | 6820 | 8310 |
| final | 4930 | 6820 | 8290 |
| after CTS | 4920 | 6810 | 7940 |
-- worst register-to-register path: stages, from the launching register on --
cell and delay [ps]:
sky130_fd_sc_hd__dfrtp_4 980, sky130_fd_sc_hd__xnor2_1 230, sky130_fd_sc_hd__nand3_1 110, sky130_fd_sc_hd__buf_4 260, sky130_fd_sc_hd__o211a_4 230, sky130_fd_sc_hd__buf_4 490
sky130_fd_sc_hd__o21ai_0 340, sky130_fd_sc_hd__or3b_2 730, sky130_fd_sc_hd__nor2_4 920, sky130_fd_sc_hd__buf_4 770, sky130_fd_sc_hd__buf_4 770, sky130_fd_sc_hd__buf_4 670
sky130_fd_sc_hd__buf_4 770
-- final cells by class --
cell class | instances | area share [%]
Sequential cell | 8432 | 64.84
Clock buffer | 1007 | 5.451
Antenna cell | 571 | 0.3676
Inverter | 69 | 0.07565
Tap cell | 14330 | 4.611
Clock inverter | 450 | 0.9838
Timing Repair Buffer | 2896 | 6.706
Multi-Input combinational cell | 8657 | 16.97
-- cell usage in the layout, fill, tap and decap left out, drive strengths merged, types with 240 or more instances in the layout --
cell type	Yosys	final
clkinv	6	358
a22o	522	522
nor3	304	304
nand2	478	478
diode	0	571
clkbuf	773	1008
mux2i	1155	1155
buf	626	1433
o21ai	354	354
dfrtp	240	240
o22ai	521	521
edfxtp	8192	8192
clkdlybuf4s50	0	1462
a22oi	1356	1356
nor2	646	646
a221oi	398	398
and2	250	250
-- final timing paths --
check / from / endpoint / slack, ps / depth (start not counted)
hold reg to reg: rd_addr[0] / rd_addr[0] / 480 / 2
max in group asynchronous: rst_n / cfg_ctrl[2] / 48100 / 3
hold / removal: rd_addr[0] / rd_addr[0] / 480 / 2
setup reg to reg: u_fifo.rptr[2] / u_fifo.mem[20][226] / 52890 / 12
setup / recovery: clock_enable / desc_ready / 35070 / 3
min in group asynchronous: rst_n / rd_addr[57] / 10970 / 1
Power is estimated from default activity; no workload was simulated.
